**design/flow/run.sh**
```bash
#!/bin/bash
# OpenROAD 26Q1-2900-gdf79404cd8, Yosys 0.63+post, stock flow scripts
make -C /OpenROAD-flow-scripts/flow DESIGN_CONFIG=/design/flow/config.mk WORK_HOME=/design/flow/orfs finish
```
**design/flow/config.mk**
```make
export PLATFORM = sky130hd
export DESIGN_NAME = pro
export DESIGN_NICKNAME = pro
export VERILOG_FILES = /design/flow/design.v
export SDC_FILE = /design/flow/constraint.sdc
export NUM_CORES = 4
export LEC_CHECK = 1
export CORE_UTILIZATION = 50
export SYNTH_MEMORY_MAX_BITS = 65536
```
**design/flow/constraint.sdc**
```tcl
current_design pro

set clk_period 5.2
set clk_io_pct 0.2

create_clock -name clk0 -period $clk_period [get_ports {clk}]

set non_clock_inputs [all_inputs -no_clocks]
set_input_delay [expr $clk_period * $clk_io_pct] -clock clk0 $non_clock_inputs
set_output_delay [expr $clk_period * $clk_io_pct] -clock clk0 [all_outputs]
```
**design/flow/design.v**
```verilog
module clk_divider(
    input clk,
    output reg div_clk=0);
localparam div_val=49999999;
integer counter=0;
always @(posedge clk) begin
    if (counter == div_val ) 
        counter <=0;
    else
        counter <= counter+1;
end
always @(posedge clk) begin
    if (counter == div_val ) 
        div_clk= ~div_clk;
    else
        div_clk= div_clk;
end
endmodule  
`timescale 1ns / 1ps 
module core (
  input clk,
  output LED0,
  output LED1,
  output LED2,
  output LED3,
  output LED4,
  output LED5,
  output LED6,
  output LED7);
    reg [0:7] regArray [0:7];  
    reg [0:7] pc = 0;  
    reg [0:15] ir;  
    reg [0:16] memory [0:256];
    reg [0:4] opcode;
    reg [0:2] regSel1;
    reg [0:2] regSel2;
    reg [0:2] regSel3;
    reg [0:7] immediate;
    reg [0:16] tmp;
    integer i;
    initial begin
        for (i = 0; i < 8; i = i + 1)
            regArray[i] <= 0;
        memory[0]=16'b01000_001_00000011; 
        memory[1]=16'b01000_010_00000010; 
        memory[2]=16'b00000_000_0001_0010; 
    end
    always @(posedge clk) begin
        ir = memory[pc];
        opcode = ir[0:4];
        regSel1 = ir[5:7];
        regSel2 = ir[9:11];
        regSel3 = ir[13:15];
        immediate = ir[8:15];
        pc = pc + 1;
        case (opcode)
            5'b00000:  
                begin
                regArray[regSel1] = regArray[regSel2] + regArray[regSel3];
                end
            5'b00001:  
                regArray[regSel1] = regArray[regSel2] - regArray[regSel3];
            5'b00010:  
                regArray[regSel1] = regArray[regSel2] & regArray[regSel3];
            5'b00011:  
                regArray[regSel1] = regArray[regSel2] | regArray[regSel3];
            5'b00100:  
                regArray[regSel1] = regArray[regSel2] ^ regArray[regSel3];
            5'b00101:  
                regArray[regSel1] = ~ regArray[regSel1];
            5'b00110:  
                regArray[regSel1] = regArray[regSel1] << regArray[regSel2];
             5'b00111:  
                regArray[regSel1] =  regArray[regSel2];
            5'b01000:  
                begin
                regArray[regSel1] = immediate;
                end
            5'b01010:  
                begin
                regArray[regSel1] = regArray[regSel1] + 8'h01;
                end
            5'b01011:  
                regArray[regSel1] = regArray[regSel1] - 8'b00000001;
            5'b01110:  
                pc = (regArray[regSel1] == 0) ? pc : immediate;
            5'b01111:  
                 pc = immediate;
            5'b10000:  
                regArray[regSel1] = memory[immediate];
            5'b10001:  
                 memory[immediate] = regArray[regSel1];
            5'b10010:  
                regArray[regSel1] = regArray[regSel1] >> regArray[regSel2];
        endcase
    end
    assign {LED0,LED1,LED2,LED3,LED4,LED5,LED6,LED7} = regArray[0][0:7];
endmodule
module pro (
  input clk,
  output LED0,
  output LED1,
  output LED2,
  output LED3,
  output LED4,
  output LED5,
  output LED6,
  output LED7);
wire dclk;
clk_divider clkUUT(clk,dclk);
core proUUT(clk,LED0,LED1,LED2,LED3,LED4,LED5,LED6,LED7);
endmodule
```
==> job_summary.md <==
### Yosys + OpenROAD results

| Metric | Value |
|---|---|
| Status | finished clean |
| Routed Antenna Nets | 0 |
| Skew-Pair Late Insertion Delay | just under 0.3 ns |
| Max Buffers Root-to-Sink | 2 |
| Diodes inserted | 0 |
| End point of the critical path | proUUT.regArray[3][0] |
| GRT Util Overall | 0.217 |
| Sinks on Clock Net | 40 |
| Maximum vdd drop | 179 uV |
| Pre-antenna DRT Iters | 4 |
| Net Sw Frac | 0.181 |
| Comb pwr share | 0 |
| Sequential share of the synthesized area | 0.536 |
| Dpl cells | between 200 and 250 |
| Chip width | 66.7 um |
| Crit path from | proUUT.pc[3] |
| Post-route clock period utilization | 0.702 |
| Final instance area | 0.00233 sq mm |
| Reg2Reg Depth | 13 |
| Mapped Area | 0.00209 sq mm |
| Register share of total power | 0.622 |
| Layout cell share with drive strength beyond 1 | 0.0796 |
| Largest net degree at the start of global routing | 22 |
| Post-Synthesis Cells | 186 |
| Worst path slowest cell | nand3_1 |
| Die Y | 66.7 um |
| CP cell instances | nor2_1 -> nand3_1 -> o21ai_0 -> inv_1 -> ha_1 -> o21a_1 -> xnor2_1 -> ha_1 -> a21oi_1 -> nand3_1 -> o31a_1 -> xor2_1 -> o22ai_1 |
| WL/cell | between 15 and 20 um |
| Final setup fails | 0 |
| OpenROAD warnings | 27 |
| Minimum clock period | 3.65 ns |
| Worst-margin pin slew | approximately 0.73 ns |
| Worst Path Arrival | 3.73 ns |
| Worst r2r src | proUUT.pc[3] |
| Cell leakage power | 0.835 nW |
| Met1 Track Usage GR | 0.364 |
| Avg Synthesized Cell Area | 11.3 sq um |
| Setup WS pre-CTS | 1.64 ns |
| Sw power | 0.0991 mW |
| Critical Path RT | 5.28 ns |
| Final core occ | 0.581 |
| Final hold slack | around 0.47 ns |
| Final worst slack | 1.55 ns |
| Final hold viol count | 0 |
| Vias | 1406 |
| Setup TNS | 0 ns |
| Root buf cell | clkbuf_8 |
| Worst-path clk slew | roughly 0.07 ns |
| Final std cells w/o fill | 251 |
| CTS tree | built |
| Worst Hold Class | reg -> reg |
| DRC violations left | 0 |
| I/O Pins | 9 |
| CP max stage delay | 0.49 ns |
| Hold-fix buffers, CTS | 0 |
| Detail-routed via count per cell | roughly 5.6 |
| GR Layer Usage met3 | 0.0747 |
| Setup Fix Bufs, Post-CTS | 0 |
| Post-Route WL | 4.09 mm |
| Max cap viols | 0 |
| Ys cells | 186 |
| Area growth syn-to-layout | 11.1% |
| Fmax | 274 MHz |
| RR Endpoint | proUUT.regArray[3][0] |
| Init Core Util | 0.523 |
| GPL Wtd Cong | 0.881 |
| DP Area | 0.00224 sq mm |
| Vias in the first global route | 1330 |
| Port Buf Inserts | 8 |
| GRT Max-Usage Layer | met1 |
| First-pass GRT wire length | 6.56 mm |
| TritonCTS Buffers | 5 |
| DIE AREA | 0.00445 sq mm |
| YS chip area | 0.00209 sq mm |
| Yosys warnings | 3 |
| Met2 usage | 0.288 |
| RSZ-0062 raised after global routing | no |
| H-tree levels | 2 |
| 1st-iter DRT viols | around 110 |
| Site Rows | 23 |
| Core area | about 0.004 sq mm |
| Fin. max-slew vios | 0 |
| Clk pwr share | 0.378 |
| Gr ovfl total | 0 |
| Critical Path Fanout Max | 20 |
| Dpl hpwl | 2.92 mm |
| Power Density | ~240 mW/mm^2 |
| Startpoint types | flip-flop |
| Worst Skew | 0.00395 ns |
| Resized cells post-CTS | 0 |
| Synth cell types | 30 |
| Critical path type | reg -> reg |
| Slew HR | 0.511 |
| Initial antenna violation count | 0 |
| Critical path capture point type | flip-flop |
| Worst R2R Setup Slack | 1.55 ns |
| Flop and latch count out of synthesis | 40 |
| Int Pwr | 0.448 mW |
| Post-layout power | 0.547 mW |
==> cell families after synthesis <==
group / synth area share
buffers and inverters: 0.0305
adders and majority gates: 0.0753
DFF: 0.536
AOI/OAI and AO/OA: 0.0675
xor gates and xnor gates: 0.0711
muxes: 0.0795
and+or+nand+nor: 0.140
==> power groups by stage <==
stage / Combinational [mW] / Clock [mW] / Sequential [mW]
4_1_cts: 0.000000353 / 0.211 / 0.340
5_1_grt: 0.000000353 / 0.223 / 0.340
6_report: 0.000000353 / 0.207 / 0.340
==> final cells by class <==
cell class                 instances  area, sq um
clock buffer                       8         90.1
tap                               50         62.6
inverter                           9         33.8
sequential                        40         1120
timing repair buffer              12          110
multi-input combinational        132          908
fill                             324         1670
==> Yosys cell counts, drive strengths merged <==
| master | n | share of area |
|---|---|---|
| or2b | 1 | 0.0036 |
| o2111ai | 1 | 0.0042 |
| edfxtp | 32 | 0.46 |
| o22ai | 1 | 0.0030 |
| mux2i | 11 | 0.053 |
| nand2 | 11 | 0.020 |
| nor2 | 19 | 0.034 |
| xor2 | 5 | 0.021 |
| o21ai | 9 | 0.022 |
| nand4 | 1 | 0.0030 |
| xnor2 | 12 | 0.050 |
| o31a | 1 | 0.0042 |
| dfxtp | 8 | 0.077 |
| nand2b | 1 | 0.0030 |
| nor3 | 10 | 0.026 |
| nor2b | 3 | 0.0090 |
| buf | 5 | 0.014 |
| nand3 | 7 | 0.017 |
| or3 | 1 | 0.0030 |
| nor4 | 2 | 0.0060 |
| fa | 1 | 0.0096 |
| mux2 | 5 | 0.027 |
| o21a | 1 | 0.0036 |
| ha | 11 | 0.066 |
| inv | 9 | 0.016 |
| and3 | 3 | 0.0090 |
| a21oi | 13 | 0.031 |
| nor3b | 2 | 0.0072 |
==> critical path, delay by kind of cell (launching register included) <==
family | cells | cell delay, ns
fa+ha+maj | 2 | 0.51
xor+xnor | 2 | 0.36
flops | 1 | 0.35
simple gates | 3 | 0.78
buf+inv | 1 | 0.08
compound gates | 5 | 1.36
==> layout by cell type (no fill, tap or decap), drive strengths merged, types with 9 or more instances in the layout <==
master   n
xnor2   12
edfxtp  32
inv      9
mux2i   11
nor3    10
nand2   11
nor2    19
a21oi   13
o21ai    9
ha      11
==> routing by layer <==
metal	vias to the layer above	part of all wire
met4	0	0.025
li1	690	-
met5	-	0
met2	48	0.45
met3	9	0.057
met1	659	0.47
==> sequential cells by signal, summed over array words and instances, names as in the netlist <==
signal,count
proUUT.regArray,32
proUUT.pc,8
==> worst min-delay path by stage <==
stage / from / end / depth (start not counted)
6_report: proUUT.pc[7] / proUUT.pc[7] / 1
5_1_grt: proUUT.pc[7] / proUUT.pc[7] / 1
4_1_cts: proUUT.pc[7] / proUUT.pc[7] / 1
Power is estimated from default activity; no workload was simulated.
